`config.mk`:
```
export PLATFORM = sky130hd
export DESIGN_NAME = multiply
export DESIGN_NICKNAME = multiply
export VERILOG_FILES = /design/flow/design.v
export SDC_FILE = /design/flow/constraint.sdc
export NUM_CORES = 4
export LEC_CHECK = 1
export CORE_AREA = 10 10 86 86
export DIE_AREA = 0 0 96 96
```
`constraint.sdc`:
```
current_design multiply

set clk_period 6.7
set clk_io_pct 0.2

create_clock -name clk0 -period $clk_period

set non_clock_inputs [all_inputs -no_clocks]
set_input_delay [expr $clk_period * $clk_io_pct] -clock clk0 $non_clock_inputs
set_output_delay [expr $clk_period * $clk_io_pct] -clock clk0 [all_outputs]
```
`design.v`:
```
`timescale 1ns/1ns
module multiply(data, product_11, product_15);
input [7:0] data;
output wire [11:0] product_11, product_15;
assign product_11 = (data << 3) + (data << 1) + data;
assign product_15 = (data << 3) + (data << 2) + (data << 1) + data;
endmodule
```
`run.sh`:
```
#!/bin/bash
# OpenROAD 26Q1-2900-gdf79404cd8, Yosys 0.63+post, stock flow scripts
make -C /OpenROAD-flow-scripts/flow DESIGN_CONFIG=/design/flow/config.mk WORK_HOME=/design/flow/orfs finish
```
==> results.json <==
{
  "finalSetupViolCount": 0,
  "drive_gt1_share_pct": 2.76,
  "status": "finished, final reports clean",
  "fp_util_pct": 23.7,
  "fp.dieW_um": 96,
  "placed_cells": 253,
  "cp_num_buf_inv": 4,
  "dp.final_hpwl_mm": 2.38,
  "min_period_over_period_pct": 94.0,
  "dp_slack_ns": 0.341,
  "setup_ws_ns": 0.402,
  "startpoint_type": "input pin",
  "track_usage_pct": 5.84,
  "critical_path.top_delay_family": "buffers and inverters",
  "grt_pass1_vias": 1084,
  "drtIter0Drc": 32,
  "clock_buffers": 0,
  "maxSlewViolCount": 0,
  "setup.worst_path.end": "product_15[10]",
  "drc": 0,
  "grt_setup_unrepaired": "no",
  "cp.depth": 11,
  "post_cts_buffers": 0,
  "antenna_cells": 0,
  "rows": 27,
  "critPathArrivalTime_ns": 4.96,
  "worstSetupPathType": "in -> out",
  "worst_hold_path_type": "in -> out",
  "die_area_mm2": 0.00922,
  "irDropWorstVdd_mv": 0.0862,
  "timing.critical_path.from": "data[6]",
  "synthCells": 150,
  "cts-hold-fix-buffers": 0,
  "path_cells": "clkdlybuf4s50_1 -> inv_1 -> fa_1 -> fa_1 -> inv_1 -> ha_1 -> a21o_1 -> a2111oi_0 -> mux2i_1 -> o311ai_1 -> clkdlybuf4s50_1",
  "mostFrequentLayoutCells": "clkdlybuf4s50_1 (32), inv_1 (29), ha_1 (27)",
  "slowest_delay_ns": 0.64,
  "grt_pass1_wl_mm": 4.56,
  "drt-wirelength-per-cell_um": 10.3,
  "overflow": 0,
  "max-slew-margin-rel_pct": 76.7,
  "grt_antenna_before_repair": 0,
  "p_leak_nw": 0.813,
  "ys_seq_share_pct": 0,
  "cp_max_fo": 6,
  "grt_max_degree": 9,
  "port_buffers": 32,
  "drv_cap": 0,
  "cp-end-kind": "output pin",
  "final_cells": 253,
  "yosys_area_mm2": 0.00131,
  "worst_pin_slew_ns": 0.341,
  "synth_area_per_cell_um2": 8.75,
  "yosysWarnings": 0,
  "ios": 32,
  "cp.required_ns": 5.36,
  "ys_types": 37,
  "finalHoldViolations": 0,
  "synth_area_mm2": 0.00131,
  "min_period_ns": 6.30,
  "powerDensity_mw_per_mm2": 179,
  "postRouteAntennaNets": 0,
  "fp.dieH_um": 96,
  "regArea_um2": 0,
  "core_mm2": 0.00554,
  "routed_wl_mm": 2.62,
  "openroad.warnings": 36,
  "fillers": 613,
  "viasPerCell": 4.41,
  "setup-tns-final_ns": 0,
  "seq_cell_count": 0,
  "area_delta_synth_final_pct": 30.9,
  "vias": 1116,
  "post_cts_resized": 0,
  "fmax_mhz": 159,
  "gp_congestion": 0.792,
  "synth_stat.cells": 150,
  "postLayoutCoreUtil_pct": 31.0,
  "dr.pass1.iters": 4,
  "critPathSlowestCell": "clkdlybuf4s50_1",
  "final_common_cell": "clkdlybuf4s50_1"
}
-- through the flow --
step                area (um^2)  hold slack, ns  power [mW]
floorplan                  1310            2.71       0.166
global placement           1720            3.69       0.316
detailed placement         1720            3.69       0.316
CTS                        1720            3.69       0.319
global route               1720            3.72       0.354
finish                     1720            3.67       0.308
-- how the worst min path moves through the flow --
stage         slack (ns)  cells after the start  startpoint       endpoint
CTS                 3.69                      2     data[0]  product_11[0]
global route        3.72                      2     data[0]  product_15[0]
finish              3.67                      2     data[0]  product_15[0]
-- layer usage --
metal / track usage [%] / vias up / wire [um]
met5: 0 / - / 0
met4: 0 / 0 / 0
met3: 1.49 / 0 / 294
met2: 9.14 / 33 / 1020
met1: 8.48 / 501 / 1300
li1: - / 582 / -
-- cell type report --
cell class / count / area, um^2 / area share, %
Multi-Input combinational cell: 117 / 1180 / 68.5
Timing Repair Buffer: 35 / 343 / 20.0
Inverter: 29 / 109 / 6.34
Tap cell: 72 / 90.1 / 5.24
-- cell families after synthesis --
group           synth area share, %
simple gates                   11.3
buf+inv                        10.4
mux                           0.763
compound gates                 19.2
fa+ha+maj                      51.7
xor+xnor                       6.67
-- report_power, final --
part	switching, mW	total, mW	internal (mW)
Clock	0	0	0
Combinational	0.124	0.308	0.185
Sequential	0	0	0
-- synth_stat cells, types with 3 or more instances --
| cell type | n | share of area (%) |
|---|---|---|
| xnor2_1 | 7 | 4.7 |
| nand2_1 | 3 | 0.86 |
| inv_1 | 29 | 8.3 |
| ha_1 | 27 | 26 |
| nor2_1 | 5 | 1.4 |
| a21o_1 | 5 | 2.9 |
| fa_1 | 17 | 26 |
| o22ai_1 | 3 | 1.4 |
| a21oi_1 | 9 | 3.4 |
| nand3_1 | 4 | 1.5 |
| nor3_1 | 3 | 1.1 |
| o21a_1 | 4 | 2.3 |
| buf_4 | 3 | 1.7 |
| xor2_1 | 3 | 2.0 |
| o21ai_0 | 3 | 1.1 |
Power figures rest on the tool's default switching activity, not on a simulated workload.
